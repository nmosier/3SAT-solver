### design.v
module shiftreg #(parameter N = 8)
				(input clk, reset, load, sin,
				output reg [N-1:0] q,
				output sout);
		assign sout = q[0];
		always @ (posedge clk or posedge reset)
			if (reset)
				q <= 0;
			else if (load)
				q <= {sin, q[N-1:1]};
endmodule
module shiftreg_wrapper (input [3:0] in,
						output [8:0] out);
	shiftreg #(8) dut (in[3], in[2], in[1], in[0], out[8:1], out[0]);
endmodule
### run.sh
#!/bin/bash
# OpenROAD 26Q1-2900-gdf79404cd8, Yosys 0.63+post, stock flow scripts
make -C /OpenROAD-flow-scripts/flow DESIGN_CONFIG=/design/flow/config.mk WORK_HOME=/design/flow/orfs finish
### config.mk
export PLATFORM = sky130hd
export DESIGN_NAME = shiftreg_wrapper
export DESIGN_NICKNAME = shiftreg_wrapper
export VERILOG_FILES = /design/flow/design.v
export SDC_FILE = /design/flow/constraint.sdc
export NUM_CORES = 4
export LEC_CHECK = 1
export CORE_AREA = 10 10 70 70
export DIE_AREA = 0 0 80 80
### constraint.sdc
current_design shiftreg_wrapper

set clk_period 1.0
set clk_io_pct 0.2

create_clock -name clk0 -period $clk_period [get_ports {in}]

set non_clock_inputs [all_inputs -no_clocks]
set_input_delay [expr $clk_period * $clk_io_pct] -clock clk0 $non_clock_inputs
set_output_delay [expr $clk_period * $clk_io_pct] -clock clk0 [all_outputs]
==> impl_metrics.tcl <==
# collected from the flow reports
set metrics [dict create \
    synthSimpleGateAreaFrac_pct 0 \
    async_reset_ff_share_pct 100 \
    use_met3_pct 7.16 \
    cp_slowest_cell "dfrtp_1" \
    cpMostUsedCell "buf_6" \
    finalHoldViolCount 1 \
    ys_cells 20 \
    hold_class "clock port to flip-flop" \
    p_per_area_mw_per_mm2 2370 \
    antenna_found_initial 0 \
    grt_use_met2_pct 1.93 \
    ys_sh_adder_pct 0 \
    tightestPinTransition_ps 85.7 \
    first_global_vias 394 \
    maxCapViolCount 0 \
    dr.pass1.iters 2 \
    design.portCount 13 \
    ctsHoldBuffers 0 \
    synth_area_um2 350 \
    topCellsByArea "dfrtp_1 57%, mux2_4 34%, buf_4 4.3%" \
    ys_ff 8 \
    layout_min_cycle_time_ps 1010 \
    edf_count 0 \
    syn_avg_cell_area_um2 17.5 \
    die_y_um 80 \
    drtIter0Drc 3 \
    tns_ps -11.3 \
    io_buffers 9 \
    end_kind "output port" \
    viasPerCell 2.68 \
    top_regs "dut.q (8)" \
    top_area_cell "dfrtp_1" \
    overflow 0 \
    r2r_slack_ps 20 \
    top_logic_kind "multiplexers" \
    path_cells "buf_6 > buf_6" \
    wl_um 864 \
    period_used_pct 101 \
    fp_util_pct 10.3 \
    hold_depth 1 \
    status "finished with violations" \
    wl_per_cell_um 8.91 \
    syn_inst 20 \
    layout-drive-gt1-share_pct 68.6 \
    setup_ws_ps -11.3 \
    grt_usage_pct 3.40 \
    grt_max_degree 5 \
    tool_warnings 112 \
    r2r_start "dut.q[0]" \
    violations "hold timing, setup timing" \
    top_register "dut.q" \
    ys_chip_area_um2 350 \
    flop_cell "dfrtp_1" \
    area_delta_synth_final_pct 72.9 \
    die_area_mm2 0.00640 \
    busiest_layer "met3" \
    ant_nets 0 \
    ys_warn_count 1 \
    crit_path_start_kind "flip-flop" \
    postSynthSeqShare_pct 57.1 \
    arrival_ps 810 \
    synthAoiAreaFrac_pct 0 \
    drv_slew 0 \
    final_util_pct 17.7 \
    cp_max_fo 2 \
    path_clk_slew_ps 40 \
    fin_area_um2 606 \
    hold_slack_ps -77.5 \
    synth_top_area_share_pct 57.1 \
    core-area_mm2 0.00342 \
    min_from "in[0]" \
    final_cells 97 \
    hpwl_um 580 \
    clock.latency.late_pin_ps 220 \
    dpl_cell_area_um2 532 \
    slew-limit-headroom_pct 94.3 \
    xor_share_pct 0 \
    dp.cells 80 \
    crit_type "flip-flop to output port" \
    grt_pass1_wl_um 1450 \
    die_w_um 80 \
    num_rows 21 \
    critPathMaxStageDelay_ps 380 \
    hold_end "dut.q[7]" \
    max_freq_mhz 989 \
    cts_tree "built" \
    fin_skew_ps 0 \
    leakage_nw 0.363 \
    setup_violations 1 \
    ys_types 5 \
    antennaDiodeCount 0 \
    rsz0062_at_grt "true" \
    drc_errors 0 \
    largest_reg_flops 8 \
    ys_top_cells_by_count "8 x dfrtp_1, 8 x mux2_4, 2 x buf_4" \
    irDropWorstVdd_mv 0.985 \
    reg2reg_depth 3 \
    cp_data_required_time_ps 800 \
    vias 260 \
    synthMuxAreaShare_pct 34.3 \
    rr_endpoint "dut.q[0]" \
    routabilityCongestion 0.700 \
    grt_util_met1_pct 2.71 \
]
## worst max-delay path by stage
stage	from	to	slack, ps	cells past startpoint
finish	dut.q[0]	out[1]	-10	2
global route	dut.q[0]	out[1]	-80	2
CTS	dut.q[0]	out[1]	-50	2
## area by class of cell
type                    instances  area [um^2]
flip-flops and latches          8          200
multi-input cells               8          120
clock inverters                 8         30.0
well taps                      46         57.6
fillers                       394         2810
clock buffers                   9         67.6
repair buffers                 18          130
## critical path: cells and delay by family, from the launching register on
kind	cells	cell delay, ps
buf+inv	2	210
flops	1	380
## layout by cell type (no fill, tap or decap)
master	synthesis	layout
mux2_4	8	8
dfrtp_1	8	8
inv_1	1	8
buf_6	1	4
clkbuf_4	0	9
buf_2	0	8
buf_4	2	6
## timing repair
| action | CTS | global route |
|---|---|---|
| endpoints found under the setup margin | 9 | 7 |
| gates resized | 29 | 2 |
| setup buffers | 4 | 0 |
| cloned | 0 | 0 |
## metal layers
metal	vias to the layer above	routed length, um	share of wire (%)
met2	18	253	29
li1	129	-	-
met4	0	0	0
met1	113	400	46
met3	0	209	24
met5	-	0	0
## per-stage QoR
stage | setup slack, ps | power, mW
2_1_floorplan | -24.5 | 0.990
3_3_place_gp | -17.4 | 0.690
3_5_place_dp | -20.8 | 0.690
4_1_cts | -49.7 | 1.64
5_1_grt | -76.3 | 1.76
6_report | -11.3 | 1.44
## cells by family after synthesis
| kind of cell | Yosys count |
|---|---|
| mux | 8 |
| flops | 8 |
| buf+inv | 4 |
## report_power, final
part | internal (mW) | switching (mW)
registers | 0.359 | 0
clock network | 0.611 | 0.465
logic | 0 | 0
No activity file was given, so power comes from the tool's default toggle rates.
